`design/flow/design.v`:
```
module Branch(
  input [31:0] a,
  input [31:0] b,
  input [2:0]  branch_cond,
  output reg   branch
  );
always @(*)
  case (branch_cond)
    3'b000:  branch = (a == b) ? 1 : 0;
    3'b001:  branch = (a != b) ? 1 : 0;
    3'b110:  branch = (a <  b) ? 1 : 0;
    3'b111:  branch = (a >= b) ? 1 : 0;
    3'b100:  branch = ($signed(a) <  $signed(b)) ? 1 : 0;
    3'b101:  branch = ($signed(a) >= $signed(b)) ? 1 : 0;
    3'b010:  branch = 0;     
    3'b011:  branch = 1;     
    default: branch = 0;     
  endcase
endmodule
```
`design/flow/run.sh`:
```
#!/bin/bash
# OpenROAD 26Q1-2900-gdf79404cd8, Yosys 0.63+post, stock flow scripts
make -C /OpenROAD-flow-scripts/flow DESIGN_CONFIG=/design/flow/config.mk WORK_HOME=/design/flow/orfs finish
```
`design/flow/config.mk`:
```
export PLATFORM = sky130hd
export DESIGN_NAME = Branch
export DESIGN_NICKNAME = Branch
export VERILOG_FILES = /design/flow/design.v
export SDC_FILE = /design/flow/constraint.sdc
export NUM_CORES = 4
export LEC_CHECK = 1
export CORE_AREA = 10 10 97 97
export DIE_AREA = 0 0 107 107
```
`design/flow/constraint.sdc`:
```
current_design Branch

set clk_period 5.7
set clk_io_pct 0.2

create_clock -name clk0 -period $clk_period

set non_clock_inputs [all_inputs -no_clocks]
set_input_delay [expr $clk_period * $clk_io_pct] -clock clk0 $non_clock_inputs
set_output_delay [expr $clk_period * $clk_io_pct] -clock clk0 [all_outputs]
```
==> run notes <==
Synthesis and place-and-route results.

- The flow ran to the end, and the final reports show no timing, DRC or antenna violations.
- The total power after layout is 0.1167 mW.
- The portion of the clock cycle consumed by the worst path in the final layout is 84.23%.
- The number of hold buffers added after CTS was 0.
- The number of antenna violations at the first check in global routing is 0.
- The via count of the first global-routing pass came to 1134.
- The reported leakage power is 0.8381 nW.
- The flow reports that sequential cells draw 0% of the design power.
- Once routing completed, OpenROAD measured the worst setup slack at 0.8990 ns.
- The cell type group with the largest total delay on the critical path is buffers and inverters.
- The violation count after the first detailed-route iteration is 40.
- The reported max-cap violation count is 0.
- The detail-routed net length per standard cell is 10.75 µm.
- The area share of the largest cell type after synthesis is 41.46%.
- After Yosys synthesis, XOR and XNOR cells account for 0% of the synthesized area.
- The final setup violation count is 0.
- Subtracting the final worst setup slack from the clock period gives 4.801 ns.
- The total die size is 11450 µm².
- There are 0 flip-flops and latches.
- The clock tree buffer count of the final layout is 0.
- The area growth from synthesis to layout is 80.28%.
- The switching part of the total is 39.46%.
- Along the critical path, the tally of buffer and inverter instances is 3.
- Before CTS, the worst setup slack after placement is 0.8593 ns.
- The sort of element at the start of the critical path is a primary input.
- Among logic cells in the layout, the one with the most instances is sky130_fd_sc_hd__clkdlybuf4s50_1.
- Counting endpoints that fail hold in the final report gives 0.
- The worst-case max-slew headroom was logged as 76.22%.
- At the worst endpoint, the required time is 4.56 ns.
- The worst hold path passes through 5 cells.
- A synthesized cell averages 6.965 µm².
- The number of filler instances in the final layout is 818.
- The number of primary I/O pins is 68.
- The x dimension of the die is 107 µm.
- In the synthesized netlist, mux cells make up 0% of the area.
- The area of the mapped netlist is 996.0 µm².
- In this run the core area contains 31 standard-cell rows.
- The sequential cells in the finished layout cover a total of 0 µm².
- Among the stages of the critical path, the cell type that occurs most often is sky130_fd_sc_hd__clkdlybuf4s50_1.
- Looking at the max-slew report, the worst-margin pin has a slew of 0.3554 ns.
- The vertical die dimension reported for this design is 107 µm.
- The layout summary lists the proportion of cells stronger than drive strength 1 as 2.857%.
- Listed in order, past its start point the critical path passes clkdlybuf4s50_1, inv_1, ha_1, a21oi_1, o21ai_0, a211oi_1, and3_1, o41ai_2, a211o_1, o21ai_1, clkdlybuf4s50_1.
- Of the synthesized area, sequential elements account for 0%.
- The data arrival time reported for the critical path is 3.66 ns.
- The aggregate global-route resource usage is 5.535%.
- The area fraction in full adders, half adders and majority gates is 41.46%.
- Per the layout area report, the combinational gate area comes to 855.8 µm².
- At the end of routability-driven placement, the weighted congestion stood at 0.7727.
- Post-CTS repair changed the size of 0 cells.
- The total tool warning count is 32.
- The simple-gate share of the synthesized area is 20.23%.
- The chip area estimate from yosys synthesis is 996.0 µm².
- The path class of the tightest hold or removal check is primary input to output port.
- In the routed netlist, the antenna diode instances number 0.
- The share of synthesized cell area in and-or and or-and compound cells is 24.25%.
- The clock network power share is 0%.
- For this configuration, the core starts out at a cell density of 13.66%.
- The power report attributes to the combinational group a share of 100.0%.
- In the layout the commonest cells are 68 x sky130_fd_sc_hd__clkdlybuf4s50_1, 36 x sky130_fd_sc_hd__inv_1, 33 x sky130_fd_sc_hd__ha_1, 18 x sky130_fd_sc_hd__a21oi_1, 10 x sky130_fd_sc_hd__nand2_1.
- In the setup report, the worst path falls into the class primary input to output port.
- The HPWL after detailed placement is 3.197 mm.
- The startpoint of the most critical hold path is branch_cond[1].
- STA classifies the critical path endpoint as an output port.
- The detailed-routing iteration count for the pre-antenna-repair pass is 4.
- For reference, the top cells by area after synthesis are sky130_fd_sc_hd__ha_1 41%, sky130_fd_sc_hd__inv_1 14%, sky130_fd_sc_hd__a21oi_1 9.0%.
- The largest fanout on the critical path is 6.
- The wire length of the first global-routing pass is 5.333 mm.
- The post-CTS repair timing setup buffer count is 0.
- The flow reported a cell area power density of 65.02 nW/µm².
- The number of standard cells reported by yosys is 143.
- The maximum resistive drop on vdd is 0.01155 mV.
- The highest clock frequency the design can meet is 208.3 MHz.
- The post-detailed-routing wire length is 3.323 mm.
- Nets still carrying antenna violations after routing amount to 0.
- For this run, the number of Yosys warnings is 1.
- The internal power is 0.07067 mW.
- The cell at the slowest stage of the critical path is sky130_fd_sc_hd__clkdlybuf4s50_1.
- The final-report max-slew violation count is 0.
- Entering global routing, the biggest net connects 7 pins.
- The leftover overflow at the end of global routing is 0.
- Counting distinct cell types in the post-synthesis netlist gives 30.
- Dividing the detail-routed via count by the number of cells gives 3.819.
- The instance tally after logic synthesis is 143.
- The dominant non-sequential cell family after synthesis is adder cells.
- The region available for standard cell placement spans 7292 µm².
- The post-detailed-route DRC marker count is 0.
- Sorting the Yosys area breakdown by cell type puts at the top sky130_fd_sc_hd__ha_1.
- In the hold report, the worst path ends at branch.
- During placement, the flow inserted port buffers numbering 68.
- The setup TNS is 0 ns.
- Among all stages on the critical path, the maximum delay recorded is 0.50 ns.
- The power spent charging and discharging nets is 0.04607 mW.
- The routed via count is 1180.
- Setup repair after global routing left no endpoint under its margin.
## power groups by stage
stage / combinational, mW / clock, mW / sequential (mW)
after CTS: 0.119 / 0 / 0
after global routing: 0.133 / 0 / 0
final: 0.117 / 0 / 0
## how the worst max path moves through the flow
stage     start     end  cells after the start
4_1_cts   b[26]  branch                     11
5_1_grt   b[17]  branch                     11
6_report  b[19]  branch                     11
## stage by stage
step                      cell area (µm²)  hold slack (ns)  util [%]  std cells
final                                1795            3.502     24.62        309
after detailed placement             1795            3.506     24.62        309
after global routing                 1795            3.605     24.62        309
after floorplan                     996.0            2.426         -        143
after CTS                            1795            3.516     24.62        309
after global placement               1795            3.503     24.62        309
## synthesized netlist by cell type
library cell and number:
sky130_fd_sc_hd__a211o_1 2, sky130_fd_sc_hd__and4_4 1, sky130_fd_sc_hd__a21oi_1 18, sky130_fd_sc_hd__o221ai_1 1
sky130_fd_sc_hd__and2_1 1, sky130_fd_sc_hd__nand4_1 5, sky130_fd_sc_hd__nor3_2 1, sky130_fd_sc_hd__nand2_2 1
sky130_fd_sc_hd__ha_1 33, sky130_fd_sc_hd__nor4_1 2, sky130_fd_sc_hd__o21ai_0 6, sky130_fd_sc_hd__a31oi_1 2
sky130_fd_sc_hd__buf_2 1, sky130_fd_sc_hd__o21bai_1 1, sky130_fd_sc_hd__o311ai_1 1, sky130_fd_sc_hd__a21o_1 1
sky130_fd_sc_hd__nand3_1 2, sky130_fd_sc_hd__nand4_2 1, sky130_fd_sc_hd__o2111ai_1 1, sky130_fd_sc_hd__o41ai_2 1
sky130_fd_sc_hd__o31a_1 1, sky130_fd_sc_hd__nor2_1 5, sky130_fd_sc_hd__inv_1 36, sky130_fd_sc_hd__and3_1 1
sky130_fd_sc_hd__nand2b_1 2, sky130_fd_sc_hd__nor3_1 1, sky130_fd_sc_hd__o21ai_1 2, sky130_fd_sc_hd__nand2_1 10
sky130_fd_sc_hd__a211oi_1 2, sky130_fd_sc_hd__nor4_4 1
## cell families (layout without fill, tap and decap cells)
family / count (synthesis) / count (layout)
adder cells (fa/ha/maj): 33 / 33
AND-OR/OR-AND: 39 / 39
buffers and inverters: 37 / 104
AND/OR/NAND/NOR: 34 / 34
## routing by layer
| metal | vias up | wire [µm] | global-route usage, % |
|---|---|---|---|
| met5 | - | 0 | 0 |
| met4 | 0 | 0 | 0 |
| met3 | 0 | 253 | 1.455 |
| met2 | 30 | 1621 | 9.921 |
| met1 | 506 | 1448 | 6.863 |
| li1 | 644 | - | - |
## area by class of cell
class | count | area share (%)
Inverter | 36 | 7.526
Timing Repair Buffer | 68 | 37.91
Tap cell | 99 | 6.899
Multi-Input combinational cell | 106 | 47.67
No activity file was given, so power comes from the tool's default toggle rates.
