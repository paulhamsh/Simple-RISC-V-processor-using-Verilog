### ./run.sh
#!/bin/bash
# OpenROAD 26Q1-2900-gdf79404cd8, Yosys 0.63+post, stock flow scripts
make -C /OpenROAD-flow-scripts/flow DESIGN_CONFIG=/design/flow/config.mk WORK_HOME=/design/flow/orfs finish
### ./config.mk
export PLATFORM = sky130hd
export DESIGN_NAME = Imm
export DESIGN_NICKNAME = Imm
export VERILOG_FILES = /design/flow/design.v
export SDC_FILE = /design/flow/constraint.sdc
export NUM_CORES = 4
export LEC_CHECK = 1
export CORE_AREA = 10 10 70 70
export DIE_AREA = 0 0 80 80
### ./design.v
module Imm(
  input      [31:0] instr,
  output reg [31:0] imm
    );
  wire [6:0] opcode;
  assign opcode = instr[6:0];
  always @(*)
    case (opcode)
      7'b110_0111, 7'b001_0011, 7'b000_0011:  
         imm = { {21{instr[31]}},  instr[30:20] };
      7'b010_0011:  
         imm = { {21{instr[31]}}, instr[30:25], 
                     instr[11:7] };
      7'b110_0011: 
        imm = { {20{instr[31]}},  instr[7], 
                    instr[30:25], instr[11:8],  1'b0 };
      7'b110_1111:
        imm = { {12{instr[31]}},  instr[19:12], 
                    instr[20],    instr[30:21], 1'b0 };
      7'b011_0111, 7'b001_0111:
        imm = {     instr[31],    instr[30:12], 12'b0 }; 
      7'b011_0011:  
        imm = { {21{instr[31]}},  instr[30:20] };
      default:      
        imm = { {21{instr[31]}},  instr[30:20] };
    endcase    
endmodule
### ./constraint.sdc
current_design Imm

set clk_period 2.4
set clk_io_pct 0.2

create_clock -name clk0 -period $clk_period

set non_clock_inputs [all_inputs -no_clocks]
set_input_delay [expr $clk_period * $clk_io_pct] -clock clk0 $non_clock_inputs
set_output_delay [expr $clk_period * $clk_io_pct] -clock clk0 [all_outputs]
==> Changelog: implementation <==
## Flow update

* Status: complete, no violations
* Highest-count logic cell in the final layout: clkdlybuf4s50_1
* M1 GR Usage at 0.0865
* GR peak layer: met2
* Fin Setup TNS at 0 ns
* Distinct cells, synth at 18
* Min Tclk post-route at 2.34 ns
* Drt first pass iters at 2
* RSZ-0062 raised after global routing: no
* DRC violations left at 0
* Max cap viols at 0
* Worst hold path type: primary input to output pin
* WHS Path Cells at 4
* WHS Endpoint: imm[0]
* Initial antenna violation count at 0
* GRT overflow at 0
* IO Pins at 64
* Die H at 80 um
* Mapped Cells at 64
* Antenna Violating Nets Remaining at 0
* FMAX at 0.427 GHz
* Register area share after synthesis at 0
* Registers at 0
* Total GRT Usage at 0.0732
* Number of port buffers at 64
* Non-filler instance count after layout at 188
* Final Util at 0.392
* Power Total at 164 uW
* Row cnt at 21
* Ant diodes at 0
* Most frequent cells in the layout: clkdlybuf4s50_1, a21o_1, dlygate4sd2_1, buf_4
* Tool warnings at 33
* Area leader share at 0.354
* Largest net degree at the start of global routing at 12
* Syn. warnings at 1
* Synth area leader: a21o_1
* Power Density at 123 nW/um^2
* Fin worst setup slack at 0.0569 ns
* Hold WS at 1.56 ns
* Max Slew Vio Count at 0
* Leakage power at 0.771 nW
* CP endpoint kind: output pin
* Ys cells at 64
* Drt via density at 4.09
* CP required at 1.92 ns
* Via count at 769
* Met2 Use GR at 0.118
* Met3 Use GR at 0.0443
* Post-DP Area at 1150 um^2
* Hold_sp: instr[6]
* Layout cells sized above 1 at 0.310
* Dpl cells at 177
* Critical Path AT at 1.86 ns
* CP Class: primary input to output pin
* Clock buffers at 0
* Slew @ Worst Pin at 0.299 ns
* Number of global-route vias before repair at 840
* Peak VDD IR at 0.0442 mV
* Fin area at 1340 um^2
* YS chip area at 424 um^2
* Total Wirelength at 2.61 mm
* Final period utilization at 0.976
* Critical path peak fanout at 5
* Final setup fails at 0
* Post-synthesis cell area at 424 um^2
* FP Util at 0.124
* Synth Area per Inst at 6.63 um^2
* Wire per inst at 13.9 um
* RePlAce Congestion at 0.771
* Area Growth Syn to Fin at 216%
* Fillers at 346
* Die footprint at 6400 um^2
* Final HPWL DP at 2.08 mm
* Die X at 80 um
* First-pass GRT wire length at 3.98 mm
* Setup WS pre-CTS at -0.497 ns
* Max-slew headroom at 0.800
* Core area at 3420 um^2
* Biggest area cells: a21o_1, nand2_1, and2_1
* Fin. Hold Viols at 0
* Crit start category: primary input
* Storage element area at 0 um^2
* Initial DRC Count at 9
-- report_power, final --
| group | internal (mW) | switching (mW) |
|---|---|---|
| Clock | 0 | 0 |
| Sequential | 0 | 0 |
| Combinational | 0.115 | 0.0492 |
-- layout make-up --
class / instances / area (um^2) / area share
Timing Repair Buffer: 84 / 821 / 0.613
Multi-Input combinational cell: 56 / 453 / 0.338
Tap cell: 46 / 57.6 / 0.0430
Inverter: 2 / 7.51 / 0.00561
-- synthesized netlist by cell type, types with 2 or more instances --
master / count
nand2_1: 12
buf_4: 2
nand3_1: 5
or3_1: 2
and2_1: 6
a21o_1: 20
buf_2: 4
inv_1: 2
nor3_2: 2
-- layer usage --
layer,vias to the layer above,routed length (um)
li1,383,-
met1,344,1060
met2,42,1140
met3,0,404
met4,0,0
met5,-,0
-- cell families after synthesis --
logic type	synth area share
AOI/OAI and AO/OA	0.413
and+or+nand+nor	0.487
buffers and inverters	0.100
-- worst max-delay path: stages --
cell and delay, ns:
dlygate4sd2_1 0.25, nand2b_4 0.17, or3_4 0.38, buf_4 0.16, o32ai_2 0.18, dlygate4sd2_1 0.24
-- worst max path at each step --
| stage | from | to | slack, ns |
|---|---|---|---|
| after CTS | instr[3] | imm[5] | -0.004 |
| final | instr[4] | imm[0] | 0.06 |
| after global routing | instr[4] | imm[0] | 0.002 |
-- repair_timing --
action                     in CTS  in global routing
buffers inserted                3                  9
resized                        48                 27
setup endpoints to repair      31                 21
cloned                          0                  1
hold buffers                    0                  0
pin swaps                       6                  7
No activity file was given, so power comes from the tool's default toggle rates.
